--- ./constraint.sdc ---
current_design TestTemp

set clk_period 2.2
set clk_io_pct 0.2

create_clock -name clk0 -period $clk_period [get_ports {MAX10_CLK1_50}]

set non_clock_inputs [all_inputs -no_clocks]
set_input_delay [expr $clk_period * $clk_io_pct] -clock clk0 $non_clock_inputs
set_output_delay [expr $clk_period * $clk_io_pct] -clock clk0 [all_outputs]
--- ./config.mk ---
export PLATFORM = sky130hd
export DESIGN_NAME = TestTemp
export DESIGN_NICKNAME = TestTemp
export VERILOG_FILES = /design/flow/design.v
export SDC_FILE = /design/flow/constraint.sdc
export NUM_CORES = 4
export LEC_CHECK = 1
export CORE_UTILIZATION = 50
--- ./run.sh ---
#!/bin/bash
# OpenROAD 26Q1-2900-gdf79404cd8, Yosys 0.63+post, stock flow scripts
make -C /OpenROAD-flow-scripts/flow DESIGN_CONFIG=/design/flow/config.mk WORK_HOME=/design/flow/orfs finish
--- ./design.v ---
`timescale 1ns / 1ps
module ClockDivider(
    input Clock_in,			 
    input reset,  			 
    output reg Clock_out 	 
    );
    parameter clock_ratio=100000;
    parameter clock_ratio_two=clock_ratio/2;
    parameter reg_width=logarithm(clock_ratio);
    reg [reg_width:0] clock_counter;
    function integer logarithm;
    input integer input_value;       
        integer i;
        begin
            logarithm = 0;
            for(i = 0; 2**i < input_value; i = i + 1)
            begin
                logarithm = i + 1;
            end
        end     
    endfunction
    always @(posedge Clock_in)
       begin
           if(reset==1'b1)
               begin
                   clock_counter<=0;
						 Clock_out<=1'b0;
               end
           else 
               begin
                    if(clock_counter<clock_ratio) 
                    begin
                        clock_counter<=clock_counter+1;  
                        if(clock_counter==clock_ratio_two)
                        begin
                            Clock_out<=~Clock_out;
                        end
                    end
                    else
                    begin 
                        clock_counter<=0;
                        Clock_out<=~Clock_out;
                    end                      
               end
       end
endmodule
`timescale 1ns / 1ps
module I2C_TC74_Read(
		input CLK,		
      input [7:0] add1,                     
		output reg [7:0] data_read,
		input enable,                         
		input reset,
		inout I2C_SDA_Output,                  
		output reg busy, 		 
		output reg I2C_SCLK);                 
      parameter clock_ratio=333;
		wire divided_clock;
		reg [8:0] state;
		reg [7:0] count;
		reg [6:0] add2=7'b0001001;
		reg [7:0] cmd_RTR=8'b00000000;
		reg [7:0] data_buffer;
      reg I2C_SDA_Direction  ;               
		reg I2C_SDA  ;                         
	 ClockDivider #(clock_ratio) clock_divider2(	.Clock_in(CLK),
																.reset(1'b0),
																.Clock_out(divided_clock));
always @(posedge divided_clock)
	if(~reset)begin
		state <= 0;
	end else begin
		begin
			case (state)
			0:	begin
			      	I2C_SDA_Direction<=1'b1;
						I2C_SCLK<=1'b1;
						I2C_SDA<=1'b1;
						if(enable==1'b1)
						begin
						   busy<=1;
							state<=state+1;
						end
						else
						begin
						   busy<=0;
							state<=0;
						end
				end	
			1: begin 	
						I2C_SDA_Direction<=1'b1;
						I2C_SCLK<=1'b1;                
						I2C_SDA<=1'b0;
						busy<=1;
						state<=state+1;
						count=0;
				end
			2:	begin  		                        
					I2C_SDA_Direction<=1'b1;
					I2C_SCLK<=1'b0;                  
					state<=state+1;
					count=count+1;
				end
			3:	begin  		              				      
					I2C_SDA_Direction<=1'b1;
					I2C_SCLK<=1'b0;                 
					I2C_SDA<=add2[count-1];         
					state<=state+1;
				end
			4:	begin  		              				      
					I2C_SDA_Direction<=1'b1;
					if(count>=7)
					begin
						state<=state+1;
						count=0;                    
						I2C_SCLK<=1'b1;
					end
					else
					begin
						state<=2;
						I2C_SCLK<=1'b1;
					end
				end
			5: begin
			     I2C_SDA_Direction<=1'b1;
				  I2C_SCLK<=1'b0;                
			     I2C_SDA<=1'b0;                 
				  state<=state+1;                  
		      end
			6: begin
			     I2C_SDA_Direction<=1'b1;
				  I2C_SCLK<=1'b0;                 
			     I2C_SDA<=1'b0;                  
				  state<=state+1;                  
		      end
			7: begin
			     I2C_SDA_Direction<=1'b1;
				  I2C_SCLK<=1'b1;                
			     I2C_SDA<=1'b0;                 
				  state<=state+1;
		      end
			8: begin
			     I2C_SDA_Direction<=1'b0;
				  I2C_SCLK<=1'b0;                
		        state<=state+2;
				end
			10: begin	
				  I2C_SDA_Direction<=1'b0;
				  I2C_SCLK<=1'b1; 
				  if (I2C_SDA_Output==1'b0)             
				  begin
					state<=state+1;
				  end
				  else
				  begin
					I2C_SCLK<=1'b1;
					state<=0;
				  end
		      end
			11: begin
			     I2C_SDA_Direction<=1'b1; 
			     I2C_SCLK<=1'b0;                
			     state<=state+1;               
		        count=count+1;                 
				end	
			12: begin
			     I2C_SDA_Direction<=1'b1;
				  I2C_SCLK<=1'b0;                
			     I2C_SDA<=cmd_RTR[count-1];     
				  state<=state+1;
		      end
			13: begin  		              				      
					I2C_SDA_Direction<=1'b1;
					I2C_SCLK<=1'b1;               
					if(count>7)
					begin
						state<=state+1;
						count=0;                    
					end
					else
					begin
						state<=11;
					end
				end
			14: begin
			     I2C_SDA_Direction<=1'b0;
				  I2C_SCLK<=1'b0;                
		        state<=state+2;
				end
			16: begin
			     I2C_SDA_Direction<=1'b0;
				  I2C_SCLK<=1'b1;
				  if (I2C_SDA_Output==1'b0)             
				  state<=state+1;
				  else
				  begin
				  state<=0;
				  end
		      end
		17: begin
			         I2C_SDA_Direction<=1'b1;
         			I2C_SCLK<=1'b0;           
						state<=state+1;
				 end
		  18: begin
			         I2C_SDA_Direction<=1'b1;
         			I2C_SCLK<=1'b0;           
						I2C_SDA<=1'b1;
						state<=state+1;
				 end
			19: begin
         			I2C_SDA_Direction<=1'b1;
						I2C_SCLK<=1'b1;           
						I2C_SDA<=1'b1;            
						state<=state+1;
				 end
			20: begin
			         I2C_SDA_Direction<=1'b1;
         			I2C_SCLK<=1'b1;          
						I2C_SDA<=1'b0;           
						state<=state+1;
				 end	
			21: begin
			         I2C_SDA_Direction<=1'b1;
         			I2C_SCLK<=1'b0;          
						state<=state+1;
			         count<=count+1;
				 end
			22: begin  		              				      
					I2C_SDA_Direction<=1'b1;
					I2C_SCLK<=1'b0;                 
					I2C_SDA<=add2[count-1];         
					state<=state+1;
				 end
			23:	begin  		              				      
					I2C_SDA_Direction<=1'b1;
					I2C_SCLK<=1'b1;                
					if(count>=7)
					begin
						state<=state+1;
						count=0;                    
					end
					else
					begin
						state<=21;
					end
				end
			24: begin
			     I2C_SDA_Direction<=1'b1;
			     I2C_SCLK<=1'b0;                 
			     I2C_SDA<=1'b0;                 
				  state<=state+1;                  
		      end
			25: begin
			     I2C_SDA_Direction<=1'b1;
			     I2C_SCLK<=1'b0;                 
			     I2C_SDA<=1'b1;                  
				  state<=state+1;                  
		      end
			26: begin
			     I2C_SDA_Direction<=1'b1;
				  I2C_SCLK<=1'b1;                
			     I2C_SDA<=1'b1;                 
				  state<=state+1;
		      end
			27: begin
			     I2C_SDA_Direction<=1'b0;
			     I2C_SCLK<=1'b0;                
		        state<=state+1;
				end
			28: begin
			     I2C_SDA_Direction<=1'b0;
			     if (I2C_SDA_Output==1'b0)     
				  begin
				  state<=state+1;
				  I2C_SCLK<=1'b1;
				  end
				  else
				  begin
					I2C_SCLK<=1'b0;
					state<=0;
				  end
		      end
			29: begin
         	 I2C_SDA_Direction<=1'b0;
				 I2C_SCLK<=1'b0;               
				 state<=state+1;
			    count<=8;                      
				 end
			30: begin
         	 I2C_SDA_Direction<=1'b0;
				 I2C_SCLK<=1'b0;                         
				 state<=state+1;
				 end
			31: begin
         	 I2C_SDA_Direction<=1'b0;
				 I2C_SCLK<=1'b1;                         
			    data_buffer[count-1]<=I2C_SDA_Output;   
				 count<=count-1;
				 state<=state+1;
				 end
			32: begin
         	 I2C_SDA_Direction<=1'b0;
				 I2C_SCLK<=1'b0;                         
					if(count!=0)
					begin
					 state<=30;	                         
					end
					else
					begin
						state<=state+1;
						count=0;
					end
				end
		 	33: begin
         	 I2C_SDA_Direction<=1'b1;
				 I2C_SCLK<=1'b0;                     
				 I2C_SDA<=1'b1;                      
				 state=state+1;
				 end
			34: begin
			    I2C_SDA_Direction<=1'b1;
				 I2C_SCLK<=1'b1;                   
				 I2C_SDA<=1'b1;                    
				 state=state+1;
				 end
			35: begin
			    I2C_SDA_Direction<=1'b1;
				 I2C_SCLK<=1'b0;                  
				 I2C_SDA<=1'b1;                   
				 state=state+1;
				 end
			36: begin
			    I2C_SDA_Direction<=1'b1;
				 I2C_SCLK<=1'b0;                  
				 I2C_SDA<=1'b0;                   
				 state=state+1;
				 end
			37: begin
			    I2C_SDA_Direction<=1'b1;
				 I2C_SCLK<=1'b1;                  
				 I2C_SDA<=1'b0;                   
				 state=state+1;
				 end
			38: begin
			    I2C_SDA_Direction<=1'b1;
				 I2C_SCLK<=1'b1;                  
				 I2C_SDA<=1'b1;                   
				 state=state+1;
				 data_read<=data_buffer;
				 end
	   default: begin
			         I2C_SCLK<=1'b1;
						I2C_SDA<=1'b1;
						I2C_SDA_Direction<=1'b1;
						busy<=0;
						count=0;
						state<=0;
					end
	    endcase
	end
end
assign I2C_SDA_Output =I2C_SDA_Direction?I2C_SDA:1'bz;
endmodule
module TestTemp(
	input 		          		ADC_CLK_10,
	input 		          		MAX10_CLK1_50,
	input 		          		MAX10_CLK2_50,
	output		     [7:0]		HEX0,
	output		     [7:0]		HEX1,
	output		     [7:0]		HEX2,
	output		     [7:0]		HEX3,
	output		     [7:0]		HEX4,
	output		     [7:0]		HEX5,
	output		     [9:0]		LEDR,
	input 		     [9:0]		SW,
	inout 		    [15:0]		ARDUINO_IO,
	inout 		          		ARDUINO_RESET_N,
	inout 		    [35:0]		GPIO
);
I2C_TC74_Read Temperature(
		.CLK(MAX10_CLK1_50),		
		.enable(1'b1),                         
		.reset(SW[1]),
		.I2C_SDA_Output(GPIO[5]),                  
		.I2C_SCLK(GPIO[7]));
endmodule
==> reports/metrics.csv <==
stage,metric,value,unit
synthesis,# Cells Yosys,364,
sta,register pins left without a clock,19,
synthesis,synth unique cells,61,
synthesis,Post-synth seq share,24.84,%
outcome,status,stopped before the end,
outcome,Failed at,clock tree synthesis,
clock_network,CTS H-tree lvls,1,
clock_network,total CTS buffers,3,
die,Chip Height,77.65,um
outcome,tool error,"[error] [KeplerFormal.cpp:679] Workflow failed: Iso has multiple drivers: .GPIO5, GPIO[5]$_DFFE_PP_.Q0",
synthesis,Synth Flop Type,dfxtp_1,
synthesis,synthesis warning total,61,
clock_network,"Setup Fix Bufs, Post-CTS",0,
place,GPL Wtd Cong,0.9483,
sta,endpoints left unconstrained,79,
synthesis,register bit total from synthesis,30,
die,FP Util,51.97,%
place,number of port buffers,1,
synthesis,"EDFF count, synth",11,
clock_network,CTS Buffer Depth,2,
clock_network,Post-CTS Hold Fix Bufs,0,
die,Row Count,27,
die,num ports,124,
clock_network,Root Driver,clkbuf_8,
synthesis,asr flop ratio synth,0,%
synthesis,synthesized area per cell,7.861,um2
clock_network,post-CTS sizing,0,
die,die width,77.65,um
synthesis,yosys stat area,2861,um2
synthesis,Post-Syn Instances,364,
place,dpl hpwl,4402,um
synthesis,mapped cell area,2861,um2
-- synthesized netlist by cell type (all sizes together) (2+ instances only) --
master	count	area share (%)
a21oi	16	2.8
inv	14	1.8
mux2i	5	1.7
nand4bb	2	0.79
o211ai	6	1.6
o21ai	12	2.1
nand2	26	3.4
or4	3	0.92
nand3b	3	0.79
a21o	3	0.79
nor4	2	0.44
nor3	9	1.6
o31ai	2	0.70
or3	4	0.87
buf	68	17
edfxtp	11	12
and3	6	1.3
a211o	2	0.61
a21boi	2	0.52
dfxtp	19	13
or2	3	0.66
o32ai	2	0.61
nand4	6	1.3
o22ai	7	1.5
a311oi	4	1.4
ha	11	4.8
nor4b	2	1.1
nand2b	7	1.5
a31oi	6	1.3
nand3	13	2.3
nor2	30	3.9
xor2	10	3.1
a211oi	3	0.79
nor2b	3	0.66
nor3b	2	0.52
a22oi	5	1.3
xnor2	10	3.1
and2	3	0.66
clkbuf	10	1.3
-- through the flow --
stage | std cells | worst slack, ns | instance area (um2)
2_1_floorplan | 425 | 0.5201 | 3090
3_3_place_gp | 428 | 0.6766 | 2730
3_5_place_dp | 428 | 0.6764 | 2730
-- cells by family after synthesis --
logic type | synth area share, %
and+or+nand+nor | 23.35
buffers and inverters | 20.03
AOI/OAI and AO/OA | 18.98
DFF | 24.84
xor gates and xnor gates | 6.121
adders and majority gates | 4.810
muxes | 1.749
other | 0.1311
